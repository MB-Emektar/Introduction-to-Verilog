File: flow/run.sh
#!/bin/bash
# OpenROAD 26Q1-2900-gdf79404cd8, Yosys 0.63+post, stock flow scripts
make -C /OpenROAD-flow-scripts/flow DESIGN_CONFIG=/design/flow/config.mk WORK_HOME=/design/flow/orfs finish
File: flow/config.mk
export PLATFORM = sky130hd
export DESIGN_NAME = design3
export DESIGN_NICKNAME = design3
export VERILOG_FILES = /design/flow/design.v
export SDC_FILE = /design/flow/constraint.sdc
export NUM_CORES = 4
export LEC_CHECK = 1
export CORE_UTILIZATION = 40
File: flow/constraint.sdc
current_design design3

set clk_period 7.9
set clk_io_pct 0.2

create_clock -name clk0 -period $clk_period [get_ports {clk}]

set non_clock_inputs [all_inputs -no_clocks]
set_input_delay [expr $clk_period * $clk_io_pct] -clock clk0 $non_clock_inputs
set_output_delay [expr $clk_period * $clk_io_pct] -clock clk0 [all_outputs]
File: flow/design.v
module design3(clk, fill, consume, error, height);
input clk, fill, consume ;
output reg error;
output reg [7:0] height;
integer amount=0, only_activate=0;
initial begin
error=1;
height=3'd000;
end
always @(posedge clk)begin
if(only_activate==0)begin
  if(amount<40)begin
  error=1;
  only_activate=1;
  amount = amount + 8;
  end
  else if(amount<=240 && amount>=40)begin
  error = 0;
  amount = amount + 8*fill - 4*consume; 
  only_activate = 0;
  end
  else if(amount>240)begin
  error = 1;
  amount = amount - 4; 
  only_activate = 1;
  end
  if(amount<=40) begin
  height = (amount/4)*3;
  end
  else if(amount<120 && amount>40) begin
  height = 30 + ((amount-40)/2);
  end
  else if(amount<248 && amount>=120)begin
  height = 30 + 40 + ((amount-120)/4);
   end
  end
else if(only_activate==1)begin
  if(amount<=40)begin
    if(amount>=40)begin
    error=0;
    end
  amount = amount + 8; 
  only_activate = 0;
  end
  else if(amount>=240)begin
    if(amount<=240)begin
    error=0;
    end
  amount = amount - 4; 
  only_activate = 0;
  end
  if(amount<=40) begin
  height = (amount/4)*3;
  end
  else if(amount<120 && amount>40) begin
  height = 30 + ((amount-40)/2);
  end
  else if(amount<248 && amount>=120)begin
  height = 30 + 40 + ((amount-120)/4);
   end
  end
 if(height<30||height>100)begin
  error=1;
  end
  else begin
  error=0;
  end
end
endmodule
==> results_dict.tcl <==
# flow metrics
set metrics [dict create \
    status "finished, final reports clean" \
    ys.flops 40 \
    synth-edff-count 1 \
    fmax_mhz 137 \
    place_hpwl_um 31700 \
    clkLatencyLatePin_ps 320 \
    cellPowerDensity_nw_per_um2 211 \
    tool_warnings 115 \
    core_sq_um 23600 \
    layout_top_cell "ha_1" \
    grt_usage_pct 33.1 \
    most-common-layout-cells "ha_1, nand2_1, xnor2_1, inv_1, a21oi_1" \
    hold_violations 0 \
    synth_top_area_share_pct 18.9 \
    top_area_cell "ha_1" \
    first_pass_iters 6 \
    routabilityCongestion 1.04 \
    cts-root-buf "clkbuf_16" \
    nFillCells 2461 \
    die_w_um 158 \
    ys_async_sr_fraction_pct 0 \
    first_iter_violations 1130 \
    comb_power_share_pct 75.3 \
    ys_area_sq_um 9710 \
    synthesis.area_sq_um 9710 \
    maxCapViolCount 0 \
    p_leak_nw 4.37 \
    yosysWarnings 1 \
    syn_inst 1314 \
    worstSetupEndpointType "flop" \
    maxUsedRoutingLayer "met4" \
    cts-hold-fix-buffers 0 \
    met3_length_um 3160 \
    final_cells 1648 \
    antenna_found_initial 0 \
    place_inst 1640 \
    final_antenna_net_count 0 \
    cts_tree "done" \
    swShare_pct 51.3 \
    die_h_um 158 \
    antenna_cells 0 \
    top_cells_by_area "ha_1, xnor2_1, dfxtp_1" \
    avgSynthCellArea_sq_um 7.39 \
    slew_viol_final 0 \
    place_ws_ps 336 \
    final.setup_skew_ps 15.0 \
    clock_sinks 40 \
    h-tree-depth 2 \
    route.met2.wl_um 17300 \
    crit_type "in -> reg" \
    dr_total_vias 10421 \
    drcViolationCount 0 \
    peakVddDrop_mv 0.186 \
    finalSetupTns_ps 0 \
    cp-start-kind "input pin" \
    syn_to_final_growth_pct 8.25 \
    wl_per_cell_um 24.0 \
    postSynthSeqShare_pct 8.35 \
    layout-drive-gt1-share_pct 7.37 \
    max_slew.worst_pin.slew_ps 1010 \
    grt_pass1_wl_um 60600 \
    wl_met1_um 17000 \
    post-route-worst-setup-slack_ps 615 \
    maxSlewHeadroom_pct 31.7 \
    routed_wl_um 39500 \
    timing.critical_path.arrival_ps 7480 \
    io_buffers 11 \
    setup-violations-final 0 \
    postCtsSetupBuffers 0 \
    crit_required_ps 8100 \
    cts_made_buffers 5 \
    synthDistinctLibCells 108 \
    chipArea_sq_um 24900 \
    period_used_pct 92.2 \
    min_path_type "reg -> reg" \
    io_pins 12 \
    clockBufferDepth 2 \
    ctsResizeCount 0 \
    fp-row-count 56 \
    via_per_inst 6.32 \
    grt-ovfl-total 0 \
    cp_max_fo 4 \
    grt_pass1_vias 9858 \
    final.min_clock_period_ps 7280 \
    power_frac_seq_pct 13.3 \
    fp_util_pct 41.1 \
    p_switching_mw 1.14 \
    yosys-stat-cells 1314 \
    clk_pin_slew_ps 70 \
    grt_start_max_net_pins 52 \
    p_clk_share_pct 11.4 \
    p_int_mw 1.08 \
    rsz0062_at_grt "no" \
    flop_cell "dfxtp_1" \
]
state kept, by name, summed over array words and instances, names as in the netlist:
name and flops:
amount 30, height 8, error 1, only_activate 1
metal layers:
layer,global-route usage [%],vias to the layer above
li1,-,4899
met1,46.0,4899
met2,51.2,502
met3,4.49,121
met4,14.8,0
met5,0,-
critical path, cell delays in order:
cell	delay [ps]
clkdlybuf4s50_1	450
inv_1	40
ha_1	310
inv_1	50
ha_1	320
ha_1	190
or2_2	270
a221oi_1	440
o211ai_1	400
nand3_1	290
a31oi_1	100
nor3b_1	420
o22ai_1	190
nor4b_1	390
nand3_1	310
nor2_1	230
nand3_1	90
a2111oi_0	550
o311ai_1	200
a211o_1	320
a311o_1	340
stage by stage:
step / hold slack (ps) / area, sq um / total power [mW] / utilization (%)
after CTS: 645 / 10500 / 2.20 / 44.5
after global routing: 725 / 10500 / 2.42 / 44.5
after global placement: 621 / 10300 / 1.95 / 43.8
final: 642 / 10500 / 2.22 / 44.5
after detailed placement: 637 / 10300 / 1.94 / 43.8
after floorplan: 560 / 9710 / 1.51 / -
Yosys cell counts (12+ instances only):
library cell and count:
a211oi_1 17, a21o_1 18, a21oi_1 86, a221oi_1 12
a31oi_1 17, and3_1 21, clkbuf_1 30, dfxtp_1 39
ha_1 147, inv_1 92, mux2i_1 16, nand2_1 134
nand3_1 47, nand4_1 17, nor2_1 71, nor2b_1 16
nor3_1 31, nor4_1 15, o211ai_1 22, o21ai_0 71
o22ai_1 14, o31ai_1 19, or3_1 13, xnor2_1 102
xor2_1 15
final timing paths:
kind	cells after the start	end	slack, ps	from
hold / removal	2	height[0]$_DFF_P_	640	height[0]$_DFF_P_
setup reg to reg	20	error$_DFF_P_	910	amount[23]$_DFF_P_
hold reg to reg	2	height[0]$_DFF_P_	640	height[0]$_DFF_P_
setup / recovery	21	error$_DFF_P_	620	fill
final cells by class:
type	count	area, sq um	area share (%)
tap	319	399	3.80
inverter	94	353	3.36
clock buffer	6	150	1.43
timing repair buffer	52	418	3.98
clock inverter	2	17.5	0.167
sequential	40	811	7.71
multi-input combinational	1135	8360	79.6
power groups by stage:
stage | logic, mW | registers, mW | clock network (mW)
final | 1.67 | 0.297 | 0.252
after global routing | 1.86 | 0.301 | 0.262
after CTS | 1.65 | 0.296 | 0.254
kinds of logic (layout without fill, tap and decap cells):
group | after synthesis | in the layout | synth area share [%]
AND-OR/OR-AND | 415 | 415 | 30.5
XOR/XNOR | 118 | 118 | 10.8
adder cells (fa/ha/maj) | 150 | 150 | 19.6
buffers and inverters | 139 | 154 | 5.61
flip-flops | 40 | 40 | 8.35
multiplexers | 21 | 21 | 2.27
AND/OR/NAND/NOR | 431 | 431 | 22.9
Power is estimated from default activity; no workload was simulated.
