==> /design/flow/design.v <==
module alarm_controller ( CLK, start_stop_button, set_button, snooze_button, ssd_led_out, led_out) ;
input CLK, start_stop_button, set_button, snooze_button;
output reg [3:0] ssd_led_out;  
output reg [8:0] led_out;  
reg [2:0] alarm_state;
parameter st00_idle = 'd0;
parameter st01_set = 'd1;
parameter st02_start = 'd2;
parameter st03_alarm = 'd3;
parameter st04_snooze_start ='d4;
reg clk_en, set_en;
integer start_stop_counter, set_button_counter, counter_clk, rem_time, set_time;
initial begin 
	alarm_state = st00_idle;
	clk_en = 0;
	set_en = 0;
	start_stop_counter = 0;
	set_button_counter = 0;
	counter_clk = 0;
	rem_time = 0;
	set_time = 0;
	ssd_led_out = 3'b0;
	led_out = 9'b0;
end
always @(posedge CLK) 
begin
 if (alarm_state == st02_start || alarm_state == st03_alarm) begin
	if(counter_clk == 'd9) begin
		counter_clk <= 'd0;
		clk_en <= 1;
	end else begin
		counter_clk <= counter_clk +1;
		clk_en <= 0;
	end
 end else begin
   counter_clk <= 'd0;
   clk_en <= 0; 
 end
end
always @(posedge CLK) begin
	if (set_button == 0 && set_button_counter < 'd3) begin
			set_button_counter <= set_button_counter + 'd1;
	end else if (set_button == 1) begin
			set_button_counter <= 0;
	end
	if (start_stop_button == 0 && start_stop_counter < 'd3 ) begin
		start_stop_counter <= start_stop_counter + 'd1;
	end else if (start_stop_button == 1) begin
		start_stop_counter <= 'd0;
	end	
end
always @(posedge CLK) begin
	case (alarm_state)
	st00_idle : begin 
					alarm_state <= st01_set;
					led_out <= 9'b0;
					set_time <= 0;
					set_en <= 0;
					end
	st01_set :  begin
				   if (set_button_counter == 'd2 && set_time < 'd9) begin
						set_time <= set_time+'d1;
						set_en <= 1;   
						led_out <= {led_out[7:0],1'b1};  
					end else if (start_stop_counter == 'd2 && set_en == 1) begin  
						alarm_state <= st02_start;
						end
				   end
	st02_start : begin
					if (rem_time == 0 ) begin  
						alarm_state <= st03_alarm;
					end else if (clk_en == 1) begin  
						led_out <= {1'b0, led_out[8:1]};  
						end
					end
	st03_alarm : begin
					if(snooze_button == 0) begin  
						alarm_state <= st04_snooze_start;
					end else if (start_stop_button == 0 && start_stop_counter == 'd2) begin  
						alarm_state <= st00_idle;
						end else if (clk_en == 1) begin  
						led_out <= ~(led_out);  
						end
					end
	st04_snooze_start :  begin
						alarm_state <= st02_start;
						led_out<= 9'b000011111;
						end
	default : begin  
				 alarm_state <= st00_idle;
				 end
	endcase
end
always @(posedge CLK) begin
		if (alarm_state == st01_set) begin
			rem_time <= set_time;  
			if (set_button_counter == 'd2 && set_time < 'd9) begin
				ssd_led_out <= ssd_led_out + 1'b1;	 
			end
		end else if (alarm_state == st02_start ) begin 
				if (clk_en == 1 && rem_time > 'd0 )begin  
					rem_time <= rem_time-'d1;
					ssd_led_out <= ssd_led_out - 1'b1;
				end
			end else if (alarm_state == st04_snooze_start) begin  
			rem_time <= 'd5;
			ssd_led_out <= 4'b0101;
		end
end
endmodule 
==> /design/flow/run.sh <==
#!/bin/bash
# OpenROAD 26Q1-2900-gdf79404cd8, Yosys 0.63+post, stock flow scripts
make -C /OpenROAD-flow-scripts/flow DESIGN_CONFIG=/design/flow/config.mk WORK_HOME=/design/flow/orfs finish
==> /design/flow/config.mk <==
export PLATFORM = sky130hd
export DESIGN_NAME = alarm_controller
export DESIGN_NICKNAME = alarm_controller
export VERILOG_FILES = /design/flow/design.v
export SDC_FILE = /design/flow/constraint.sdc
export NUM_CORES = 4
export LEC_CHECK = 1
export CORE_UTILIZATION = 40
==> /design/flow/constraint.sdc <==
current_design alarm_controller

set clk_period 7.7
set clk_io_pct 0.2

create_clock -name clk0 -period $clk_period [get_ports {CLK}]

set non_clock_inputs [all_inputs -no_clocks]
set_input_delay [expr $clk_period * $clk_io_pct] -clock clk0 $non_clock_inputs
set_output_delay [expr $clk_period * $clk_io_pct] -clock clk0 [all_outputs]
==> impl_metrics.xml <==
<?xml version="1.0" encoding="UTF-8"?>
<metrics>
  <group name="run">
    <metric name="drv_cap" unit="">0</metric>
    <metric name="openroad.warnings" unit="">31</metric>
  </group>
  <group name="route">
    <metric name="route.detailed.wl_per_inst" unit="um">13.4</metric>
    <metric name="route.antenna.diode_count" unit="">0</metric>
    <metric name="total_routed_wirelength" unit="um">14800</metric>
    <metric name="drt_iter0_markers" unit="">317</metric>
    <metric name="detail_route.first_pass.iterations" unit="">4</metric>
    <metric name="vias_per_cell" unit="">4.92</metric>
    <metric name="antenna_violating_nets_left" unit="">0</metric>
    <metric name="via_count" unit="">5435</metric>
    <metric name="drc" unit="">0</metric>
  </group>
  <group name="yosys">
    <metric name="synth_cells" unit="">741</metric>
    <metric name="synth-main-ff-cell" unit="">sky130_fd_sc_hd__edfxtp_1</metric>
    <metric name="synth-edff-count" unit="">145</metric>
    <metric name="total_of_flip_flops_plus_latches_after_synthesis" unit="">178</metric>
    <metric name="synth_sequential_area_ratio" unit="%">60.0</metric>
    <metric name="yosys-stat-cells" unit="">741</metric>
    <metric name="ys_warns" unit="">1</metric>
    <metric name="post_synth.cell_area_avg" unit="um^2">11.3</metric>
    <metric name="netlist-cell-type-count" unit="">53</metric>
    <metric name="yosys-stat-area" unit="um^2">8350</metric>
    <metric name="synth_area" unit="um^2">8350</metric>
    <metric name="ys_async_sr_fraction" unit="%">0</metric>
  </group>
  <group name="timing">
    <metric name="worst_max_slew_pin_slew" unit="ps">731</metric>
    <metric name="final.period_utilization" unit="%">38.7</metric>
    <metric name="achievable-frequency" unit="MHz">336</metric>
    <metric name="finish_stage_setup_viols" unit="">0</metric>
    <metric name="grt_setup_unrepaired" unit="">false</metric>
    <metric name="hold_viol_final" unit="">0</metric>
    <metric name="slew-limit-headroom" unit="%">50.9</metric>
    <metric name="period_minus_slack" unit="ps">2980</metric>
    <metric name="drv_slew" unit="">0</metric>
    <metric name="timing.setup.tns" unit="ps">0</metric>
    <metric name="fin_skew" unit="ps">8.71</metric>
  </group>
  <group name="clock_tree">
    <metric name="max-clock-path-buffers" unit="">2</metric>
    <metric name="tritoncts_num_sinks" unit="">178</metric>
    <metric name="cts_root_buf" unit="">sky130_fd_sc_hd__clkbuf_16</metric>
    <metric name="cts_buffer_count" unit="">17</metric>
    <metric name="buffer_count_from_post_cts_setup_fixing" unit="">0</metric>
    <metric name="clk_transition_reported_paths" unit="ps">70</metric>
    <metric name="htree_levels" unit="">4</metric>
    <metric name="cts_hold_buffers" unit="">0</metric>
    <metric name="clock_latency" unit="ps">420</metric>
    <metric name="cts_tree" unit="">built</metric>
    <metric name="post_cts.resized_instances" unit="">0</metric>
  </group>
  <group name="worst_setup_path">
    <metric name="worst-path-max-fanout" unit="">8</metric>
    <metric name="reg2reg_to" unit="">set_time[17]</metric>
    <metric name="timing_worst_setup_path_type" unit="">register to output port</metric>
    <metric name="signal_arrival_time_at_the_worst_endpoint" unit="ps">1440</metric>
    <metric name="crit_buf_inv" unit="">1</metric>
    <metric name="ff2ff_path_depth" unit="">6</metric>
    <metric name="kind_of_start_point_of_the_critical_path" unit="">register</metric>
    <metric name="cp_data_required_time" unit="ps">6160</metric>
    <metric name="worst-r2r-setup-slack" unit="ps">4840</metric>
    <metric name="cp_top_family" unit="">buffers and inverters</metric>
    <metric name="critical-path-max-stage-delay" unit="ps">530</metric>
    <metric name="cpMaxStageDelayCell" unit="">sky130_fd_sc_hd__clkdlybuf4s50_1</metric>
    <metric name="path_cells" unit="">clkdlybuf4s50_1</metric>
    <metric name="critPathCaptureType" unit="">output port</metric>
    <metric name="crit-reg2reg-launch" unit="">set_button_counter[30]</metric>
  </group>
  <group name="die">
    <metric name="die.size.x" unit="um">147</metric>
    <metric name="design.core.area" unit="um^2">20400</metric>
    <metric name="num_io_pins" unit="">17</metric>
    <metric name="floorplan.core_util" unit="%">41.0</metric>
    <metric name="die.size.y" unit="um">147</metric>
    <metric name="die_area" unit="um^2">21500</metric>
    <metric name="row_count" unit="">52</metric>
  </group>
  <group name="layout">
    <metric name="filler_cell_count" unit="">1802</metric>
    <metric name="area.growth.synth_to_final" unit="%">15.8</metric>
    <metric name="final_area" unit="um^2">9670</metric>
    <metric name="post_route_cells_drive_above_1_share" unit="%">7.66</metric>
  </group>
  <group name="power_and_ir_drop">
    <metric name="power.leakage" unit="nW">3.24</metric>
    <metric name="power_per_standard_cell_area" unit="nW/um^2">346</metric>
    <metric name="clockPowerShare" unit="%">25.6</metric>
    <metric name="p_int" unit="mW">2.20</metric>
    <metric name="combinationalPowerShare" unit="%">24.4</metric>
    <metric name="seqPwrFrac" unit="%">50.1</metric>
    <metric name="vdd_ir_drop_max" unit="V">0.000155</metric>
    <metric name="switching_power" unit="mW">1.14</metric>
    <metric name="netSwitchingFraction" unit="%">34.2</metric>
  </group>
  <group name="min_path">
    <metric name="endpoint_of_the_worst_hold_path" unit="">counter_clk[0]</metric>
    <metric name="min_from" unit="">counter_clk[0]</metric>
    <metric name="hold_path.class" unit="">register to register</metric>
    <metric name="min_path_cells" unit="">1</metric>
  </group>
  <group name="global_route">
    <metric name="grt_use_total" unit="%">15.4</metric>
    <metric name="antenna_found_initial" unit="">0</metric>
    <metric name="global_route_wire_length_before_repair" unit="um">25400</metric>
    <metric name="number_of_global_route_vias_before_repair" unit="">5146</metric>
    <metric name="grt_start_max_net_pins" unit="">38</metric>
    <metric name="globalRoute.totalOverflow" unit="">0</metric>
  </group>
  <group name="placement">
    <metric name="place_area" unit="um^2">9080</metric>
    <metric name="gp_congestion" unit="">0.803</metric>
    <metric name="final_hpwl_dp" unit="um">9830</metric>
    <metric name="io_buffer_count" unit="">16</metric>
  </group>
  <group name="run_status">
    <metric name="run_status" unit="">completed</metric>
  </group>
</metrics>
## power groups by stage
| stage | clock network [mW] | logic, mW | registers (mW) |
|---|---|---|---|
| 4_1_cts | 0.876 | 0.825 | 1.67 |
| 5_1_grt | 0.917 | 0.924 | 1.72 |
| 6_report | 0.854 | 0.815 | 1.67 |
## metrics by stage
stage | cells | setup slack [ps] | total power, mW | util [%] | hold WS (ps)
finish | 1105 | 4720 | 3.34 | 47.5 | 486
global route | 1105 | 4600 | 3.56 | 47.5 | 541
CTS | 1105 | 4680 | 3.37 | 47.5 | 497
detailed placement | 1073 | 4430 | 2.51 | 44.6 | 470
global placement | 1073 | 4410 | 2.51 | 44.6 | 463
floorplan | 800 | 3200 | 2.21 | - | 445
## layout by cell type (no fill, tap or decap), types with 5 or more instances in the layout
| cell type | Yosys | layout |
|---|---|---|
| sky130_fd_sc_hd__nor4_1 | 38 | 38 |
| sky130_fd_sc_hd__and3_1 | 10 | 10 |
| sky130_fd_sc_hd__dfxtp_1 | 33 | 33 |
| sky130_fd_sc_hd__xor2_1 | 39 | 39 |
| sky130_fd_sc_hd__buf_4 | 1 | 10 |
| sky130_fd_sc_hd__nand4_1 | 30 | 30 |
| sky130_fd_sc_hd__clkbuf_16 | 0 | 17 |
| sky130_fd_sc_hd__nand3_1 | 28 | 28 |
| sky130_fd_sc_hd__or3_1 | 12 | 12 |
| sky130_fd_sc_hd__inv_1 | 20 | 20 |
| sky130_fd_sc_hd__clkdlybuf4s50_1 | 0 | 16 |
| sky130_fd_sc_hd__edfxtp_1 | 145 | 145 |
| sky130_fd_sc_hd__o22ai_1 | 6 | 6 |
| sky130_fd_sc_hd__xnor2_1 | 42 | 42 |
| sky130_fd_sc_hd__a21oi_1 | 16 | 16 |
| sky130_fd_sc_hd__a22oi_1 | 8 | 8 |
| sky130_fd_sc_hd__conb_1 | 1 | 60 |
| sky130_fd_sc_hd__nor2_1 | 90 | 89 |
| sky130_fd_sc_hd__ha_1 | 12 | 12 |
| sky130_fd_sc_hd__nor3_1 | 23 | 23 |
| sky130_fd_sc_hd__nand2_1 | 60 | 60 |
| sky130_fd_sc_hd__nand2b_1 | 5 | 5 |
| sky130_fd_sc_hd__and4_1 | 7 | 7 |
| sky130_fd_sc_hd__o21ai_0 | 44 | 44 |
## cell type report
cell class / instances / area (um^2) / share of cell area (%)
clock buffers: 17 / 425 / 4.40
clock inverters: 15 / 168 / 1.73
inverters: 22 / 82.6 / 0.854
multi-input cells: 577 / 3410 / 35.2
flip-flops and latches: 178 / 5010 / 51.9
well taps: 270 / 338 / 3.49
repair buffers: 26 / 235 / 2.43
## sequential cells by signal, indices dropped and copies added (netlist names)
signal	cells
counter_clk	32
rem_time	32
set_button_counter	32
set_time	32
start_stop_counter	32
led_out	9
ssd_led_out	4
alarm_state	3
clk_en	1
set_en	1
## worst register-to-register path, cell delays in order (launching register included)
cell                       delay (ps)
sky130_fd_sc_hd__edfxtp_1         360
sky130_fd_sc_hd__nor4_1           350
sky130_fd_sc_hd__nand4_1          180
sky130_fd_sc_hd__or2_2            350
sky130_fd_sc_hd__or4_1            630
sky130_fd_sc_hd__a21boi_4         240
sky130_fd_sc_hd__buf_4            400
## Yosys cell counts (all sizes together), types with 6 or more instances
cell type	count	area, um^2
nand4	31	200
nor2	90	338
or3	14	90.1
dfxtp	33	661
nor3	23	115
a21oi	16	80.1
o21ai	46	230
nand2	60	225
buf	6	27.5
nand2b	6	45.0
and4	7	61.3
a22oi	8	60.1
edfxtp	145	4350
clkbuf	17	65.1
xnor2	42	368
xor2	39	342
nor4	44	330
o22ai	6	37.5
inv	22	82.6
nand3	28	140
and3	10	62.6
ha	12	150
## cell families (layout without fill, tap and decap cells)
family	count (synthesis)	count (layout)	share of synthesized area (%)
AOI/OAI and AO/OA	90	90	6.25
adders and majority gates	12	12	1.80
xor gates and xnor gates	81	81	8.49
DFF	178	178	60.0
other	1	60	0.0449
muxes	4	4	0.509
and+or+nand+nor	330	330	20.8
buffers and inverters	45	80	2.10
## worst max-delay path by stage
stage	end	cells past startpoint	startpoint
6_report	ssd_led_out[0]	1	ssd_led_out[0]
4_1_cts	ssd_led_out[0]	1	ssd_led_out[0]
5_1_grt	rem_time[26]	5	alarm_state[0]
## layer usage
layer	track usage, %	routed length, um	vias up
li1	-	-	2849
met1	27.3	7800	2499
met2	21.0	6230	81
met3	4.36	715	6
met4	1.46	108	0
met5	0	0	-
Power and IR drop assume default switching activity.
